[flow/design.v]
`timescale 1ns / 1ps
module reg_file(
    input clk, reset,reg_write,
    input [2:0] rs1,         
    input [2:0] rs2,         
    input [2:0] rd,
    input [7:0] write_data,
    output [7:0] read_data1,
    output [7:0] read_data2
    );
    reg [7:0] Registers[7:0];
    integer k;
    always @ (posedge clk or posedge reset) begin
    if(reset)
        begin
            for( k=0;k<=7;k=k+1) begin
                Registers[k]<=8'b00000000;
            end
        end
   else if(reg_write) begin
    Registers[rd] <= write_data;
   end
   end
 assign read_data1 = Registers[rs1];  
 assign read_data2 = Registers[rs2];     
endmodule
[flow/run.sh]
#!/bin/bash
# OpenROAD 26Q1-2900-gdf79404cd8, Yosys 0.63+post, stock flow scripts
make -C /OpenROAD-flow-scripts/flow DESIGN_CONFIG=/design/flow/config.mk WORK_HOME=/design/flow/orfs finish
[flow/config.mk]
export PLATFORM = sky130hd
export DESIGN_NAME = reg_file
export DESIGN_NICKNAME = reg_file
export VERILOG_FILES = /design/flow/design.v
export SDC_FILE = /design/flow/constraint.sdc
export NUM_CORES = 4
export LEC_CHECK = 1
export CORE_UTILIZATION = 40
[flow/constraint.sdc]
current_design reg_file

set clk_period 2.1
set clk_io_pct 0.2

create_clock -name clk0 -period $clk_period [get_ports {clk}]

set non_clock_inputs [all_inputs -no_clocks]
set_input_delay [expr $clk_period * $clk_io_pct] -clock clk0 $non_clock_inputs
set_output_delay [expr $clk_period * $clk_io_pct] -clock clk0 [all_outputs]
==> PnR_summary.wiki <==
=== Synthesis and place and route ===
{| class="wikitable"
! Metric !! Value
|-
| P&R area growth vs syn || 43.1%
|-
| Share of the yosys chip area belonging to registers || 43.8%
|-
| Sort of element at the start of the critical path || flip-flop
|-
| Category of the critical setup timing path || flip-flop to output pin
|-
| Total die area || 9530 um^2
|-
| Final hold violation count || 0
|-
| Simple-gate share of the synthesized area || 12.4%
|-
| Crit path required time || 1.68 ns
|-
| Total wirelength of the detailed-routed design || 10.5 mm
|-
| Cells after Synth || 329
|-
| Core Rows || 34
|-
| Chip width || 97.6 um
|-
| Worst relative slew slack || 66.0%
|-
| Synthesized flop and latch total || 64
|-
| Average wire per cell in the routed design || 19.1 um
|-
| Grt total ovfl || 0
|-
| Half-perimeter wire length after placement || 7.05 mm
|-
| Setup total negative slack || -0.0444 ns
|-
| CP Cell Sequence || buf_6 -> mux2_4 -> a22o_1 -> a221oi_2 -> nor2_1 -> buf_2
|-
| Routability cong. || 0.897
|-
| Final tally of setup violations || 2
|-
| Area of the mapped netlist || 3660 um^2
|-
| Register area || 1600 um^2
|-
| Total Power || 4.16 mW
|-
| Fraction of final layout cells with drive strength greater than 1 || 49.9%
|-
| Max Cap Violations || 0
|-
| First-pass GRT wire length || 16.8 mm
|-
| DRT antenna net count || 0
|-
| Skew final || 0 ns
|-
| Design internal power || 2.98 mW
|-
| Xor/xnor share || 0%
|-
| Comb. cell area || 2090 um^2
|-
| Die Y || 97.6 um
|-
| Arrival time at the worst endpoint || 1.71 ns
|-
| Clk Tree Root Cell || sky130_fd_sc_hd__clkbuf_8
|-
| Crit-path max cell delay || 0.41 ns
|-
| CTS sink cnt || 64
|-
| Outcome || finished, violations left
|-
| Tightest Pin Transition || 0.509 ns
|-
| Post-route worst setup slack || -0.0267 ns
|-
| Final critical path time including I/O delays and setup || 2.13 ns
|-
| Clock insertion delay at the later pin of the skew report || 0.34 ns
|-
| Total track usage || 23.8%
|-
| Pre-Place Util || 41.5%
|-
| Antenna violations before repair || 0
|-
| Count of tool warnings || 27
|-
| Maximum level of the CTS H-tree || 3
|-
| Largest registers || Registers: 64 flops
|-
| Clock transition time at the flip-flop clock pins of the worst setup and hold paths || 0.08 ns
|-
| Final critical-path share of the clock period || 101%
|-
| Number of different library cells in the post-synthesis netlist || 40
|-
| Kind of capture point of the worst setup path || output pin
|-
| Violations in the final reports || setup timing
|-
| Maximum count of clock buffers along a single path || 2
|-
| Number of buffers created by CTS || 9
|-
| Upper clock frequency limit || 0.470 GHz
|-
| Top logic cell family in the synthesized netlist || multiplexers
|-
| Via count of the first global-routing pass || 3098
|-
| Post-synth mux share || 26.8%
|-
| Worst supply voltage drop on vdd || 0.000494 V
|-
| Number of cells in the design after placement || 502
|-
| Initial detailed-routing violation count || 107
|-
| Number of fill cells || 668
|-
| Count of instantiated cells in the yosys netlist || 329
|-
| Top-level port count || 36
|-
| Class of the tightest hold or removal check || primary input to async pin
|-
| Power dissipated by switching net loads || 1.18 mW
|-
| Proportion of power drawn by the clock network || 29.3%
|-
| P_leak || 2.31 nW
|-
| Family with the most delay on the worst path || flip-flops
|-
| Post-detailed-route DRC marker count || 0
|-
| Combinational cell fraction of total power || 29.4%
|-
| Routed vias || 3095
|-
| Pre-antenna DRT Iters || 20
|-
| Area fraction in compound gates after synthesis || 12.2%
|-
| Min Hold Slack || 0.452 ns
|-
| Library cell contributing the largest single delay on the critical path || sky130_fd_sc_hd__dfrtp_1
|-
| Final-report max-slew violation count || 0
|-
| Final standard cell count with taps included and fillers excluded || 547
|-
| Combined buffer and inverter count along the critical path || 2
|-
| Max FFs per register || 64
|-
| Switching power share of the total || 28.5%
|-
| Per-instance average area after synthesis || 11.1 um^2
|-
| Detail-routed via count per cell || 5.66
|-
| Yosys adder share || 0%
|-
| CTS tree || built
|-
| Yosys warning total || 2
|-
| Final design area excluding fillers || 5240 um^2
|-
| Chip area estimate from yosys synthesis || 3660 um^2
|-
| Largest net degree at the start of global routing || 39
|-
| Total inserted antenna cells || 0
|-
| Register containing the most flip-flops in the final layout || Registers
|-
| Number of port buffers || 35
|-
| Area of the core region || 8810 um^2
|-
| Power per unit of standard cell area || 795 nW/um^2
|-
| Sequential share of power || 41.3%
|-
| Standard cell area after detailed placement || 4480 um^2
|-
| Unrepaired setup endpoints after global routing || true
|-
| Worst-path maximum fanout || 2
|}
cell usage after synthesis:
library cell                number  share of area, %
sky130_fd_sc_hd__nor2b_1        12               2.1
sky130_fd_sc_hd__mux2_2         64                20
sky130_fd_sc_hd__mux2i_1        25               6.8
sky130_fd_sc_hd__and2_1          1              0.17
sky130_fd_sc_hd__nor3_4          2              0.89
sky130_fd_sc_hd__inv_1          11               1.1
sky130_fd_sc_hd__nand4_1         1              0.17
sky130_fd_sc_hd__a21oi_1         3              0.41
sky130_fd_sc_hd__a22oi_1         1              0.21
sky130_fd_sc_hd__buf_4           4              0.82
sky130_fd_sc_hd__and4b_1         1              0.27
sky130_fd_sc_hd__a221oi_2        1              0.41
sky130_fd_sc_hd__nand2b_1        5              0.85
sky130_fd_sc_hd__nand3_1         3              0.41
sky130_fd_sc_hd__o22ai_1        12               2.1
sky130_fd_sc_hd__buf_2          13               1.8
sky130_fd_sc_hd__a22o_1          6               1.4
sky130_fd_sc_hd__a21o_1          1              0.21
sky130_fd_sc_hd__a41oi_1         1              0.24
sky130_fd_sc_hd__dfrtp_1        64                44
sky130_fd_sc_hd__or3_1           1              0.17
sky130_fd_sc_hd__nand4b_1        3              0.72
sky130_fd_sc_hd__a221oi_1       12               2.9
sky130_fd_sc_hd__a31oi_1         2              0.34
sky130_fd_sc_hd__nor3b_2         1              0.34
sky130_fd_sc_hd__a211oi_1        2              0.41
sky130_fd_sc_hd__o32ai_1         1              0.24
sky130_fd_sc_hd__o22a_1          2              0.48
sky130_fd_sc_hd__o21ai_0         7              0.96
sky130_fd_sc_hd__nand2_1        15               1.5
sky130_fd_sc_hd__o2bb2ai_1       6               1.4
sky130_fd_sc_hd__o32a_1          2              0.55
sky130_fd_sc_hd__nand2b_4        1              0.38
sky130_fd_sc_hd__nand3b_1        3              0.62
sky130_fd_sc_hd__clkinv_1        2              0.21
sky130_fd_sc_hd__mux2_1          1              0.31
sky130_fd_sc_hd__buf_6           2              0.62
sky130_fd_sc_hd__nor2_1         32               3.3
sky130_fd_sc_hd__nor3b_4         1              0.51
sky130_fd_sc_hd__clkbuf_1        2              0.21
cell usage in the layout (no fill, tap or decap), types with 4 or more instances in the layout:
cell type / Yosys / final
sky130_fd_sc_hd__a221oi_2: 1 / 12
sky130_fd_sc_hd__a22o_1: 6 / 6
sky130_fd_sc_hd__buf_12: 0 / 10
sky130_fd_sc_hd__buf_2: 13 / 7
sky130_fd_sc_hd__buf_4: 4 / 46
sky130_fd_sc_hd__buf_6: 2 / 26
sky130_fd_sc_hd__clkbuf_2: 0 / 4
sky130_fd_sc_hd__clkbuf_8: 0 / 11
sky130_fd_sc_hd__clkdlybuf4s15_1: 0 / 4
sky130_fd_sc_hd__clkdlybuf4s50_1: 0 / 13
sky130_fd_sc_hd__dfrtp_1: 64 / 64
sky130_fd_sc_hd__inv_1: 11 / 9
sky130_fd_sc_hd__mux2_2: 64 / 60
sky130_fd_sc_hd__mux2_4: 0 / 5
sky130_fd_sc_hd__mux2i_1: 25 / 20
sky130_fd_sc_hd__nand2_1: 15 / 15
sky130_fd_sc_hd__nand2b_1: 5 / 4
sky130_fd_sc_hd__nor2_1: 32 / 28
sky130_fd_sc_hd__nor2_2: 0 / 4
sky130_fd_sc_hd__nor2b_1: 12 / 11
sky130_fd_sc_hd__o21ai_0: 7 / 7
sky130_fd_sc_hd__o22ai_1: 12 / 11
sky130_fd_sc_hd__o2bb2ai_1: 6 / 4
layout make-up:
class | count | area share (%)
clock buffer | 11 | 2.89
clock inverter | 5 | 1.51
inverter | 13 | 1.12
multi-input combinational | 231 | 40.0
sequential | 64 | 30.6
tap | 108 | 2.58
timing repair buffer | 115 | 21.3
layer usage:
metal  vias up  share of wire [%]  global-route usage [%]
met5         -                  0                       0
met4         0                1.1                    3.03
met3        12                8.4                    6.88
met2       115                 45                    34.9
met1      1537                 46                    37.0
li1       1431                  -                       -
worst register-to-register path, stage by stage (launching register included):
cell and delay, ns:
sky130_fd_sc_hd__dfrtp_1 0.39, sky130_fd_sc_hd__buf_6 0.12, sky130_fd_sc_hd__buf_6 0.11, sky130_fd_sc_hd__mux2_2 0.25
worst paths after layout:
kind	startpoint	endpoint	slack, ns	depth (start not counted)
worst max-delay path	Registers[6][4]	read_data2[4]	-0.03	6
worst min-delay path	reset	Registers[7][4]	0.45	3
worst max register to register	Registers[7][0]	Registers[7][0]	1.13	3
worst min register to register	Registers[5][6]	Registers[5][6]	0.54	1
max in group asynchronous	reset	Registers[4][0]	1.20	3
min in group clk0	Registers[5][6]	Registers[5][6]	0.54	1
power by group through the flow:
stage	Sequential [mW]	Clock, mW	Combinational (mW)
after CTS	1.71	1.24	1.19
final	1.72	1.22	1.22
after global routing	1.76	1.31	1.33
stage by stage:
step / utilization [%] / setup slack, ns
final: 59.5 / -0.0267
after global routing: 59.5 / -0.102
after CTS: 58.9 / -0.0578
after detailed placement: 50.8 / -0.668
after global placement: 50.8 / -0.691
after floorplan: - / 0.0819
cell families (layout without fill, tap and decap cells):
| kind of cell | after synthesis | in the layout |
|---|---|---|
| and+or+nand+nor | 82 | 82 |
| AOI/OAI and AO/OA | 59 | 59 |
| muxes | 90 | 90 |
| DFF | 64 | 64 |
| buffers and inverters | 34 | 144 |
what timing repair did:
item	CTS	global route
hold buffers	0	0
endpoints found under the hold margin	0	0
resized	118	23
setup endpoints to repair	16	13
pin swaps	43	29
setup buffers	33	2
Power is estimated from default activity; no workload was simulated.
