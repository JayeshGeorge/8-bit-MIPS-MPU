==> flow/design.v <==
`timescale 1ns / 1ps
module instruction_memory(
    input [7:0] addr,           
    input clk,                  
    input read_en,              
    output reg [15:0] instr,    
    output reg [2:0] op         
);
    reg [15:0] memory [0:255];
    initial begin 
        memory[0] = 16'b0000000000000000;    
        memory[1] = 16'b0000100000000001;    
        memory[2] = 16'b0001000000000010;    
        memory[3] = 16'b0001100000000011;    
        memory[4] = 16'b0010000000000100;    
        memory[5] = 16'b0100000000000100;    
        memory[6] = 16'b0110000000000100;    
        memory[7] = 16'b1000000000000100;    
        memory[8] = 16'b1010000000000100;    
    end
    always @ (posedge clk) begin
        if (read_en) begin
            instr <= memory[addr];          
            op <= instr[15:13];             
        end
    end
endmodule
==> flow/run.sh <==
#!/bin/bash
# OpenROAD 26Q1-2900-gdf79404cd8, Yosys 0.63+post, stock flow scripts
make -C /OpenROAD-flow-scripts/flow DESIGN_CONFIG=/design/flow/config.mk WORK_HOME=/design/flow/orfs finish
==> flow/config.mk <==
export PLATFORM = sky130hd
export DESIGN_NAME = instruction_memory
export DESIGN_NICKNAME = instruction_memory
export VERILOG_FILES = /design/flow/design.v
export SDC_FILE = /design/flow/constraint.sdc
export NUM_CORES = 4
export LEC_CHECK = 1
export CORE_AREA = 10 10 70 70
export DIE_AREA = 0 0 80 80
==> flow/constraint.sdc <==
current_design instruction_memory

set clk_period 1.0
set clk_io_pct 0.2

create_clock -name clk0 -period $clk_period [get_ports {clk}]

set non_clock_inputs [all_inputs -no_clocks]
set_input_delay [expr $clk_period * $clk_io_pct] -clock clk0 $non_clock_inputs
set_output_delay [expr $clk_period * $clk_io_pct] -clock clk0 [all_outputs]
==> impl_metrics.env <==
# yosys + openroad results
export IMPL_outcome="finished clean"
export IMPL_syn_avg_cell_area_sq_um=13.8
export IMPL_netlist_area_leader_share=0.651
export IMPL_io_pins=29
export IMPL_cts_htree_levels=1
export IMPL_top_area_cell="edfxtp_1"
export IMPL_clkPwrFrac=0.337
export IMPL_drt_first_pass_iters=2
export IMPL_ys_cells=30
export IMPL_synthCells=30
export IMPL_grt_overflow=0
export IMPL_clock_sinks=9
export IMPL_top_cells_by_area="edfxtp_1, buf_4, a21o_2"
export IMPL_cp_start_kind="register"
export IMPL_grt_util_all_layers=0.0237
export IMPL_clock_path_buffers=2
export IMPL_critPathRequiredTime_ns=0.80
export IMPL_whs_ns=0.366
export IMPL_power_density_nw_per_um2=1400
export IMPL_crit_arrival_ns=0.78
export IMPL_worstSkewPairLatency_ns=0.26
export IMPL_dp_cells=92
export IMPL_place_gp_congestion=0.719
export IMPL_die_h_um=80
export IMPL_n_antenna_cell=0
export IMPL_syn_area_sq_um=415
export IMPL_setup_viol=0
export IMPL_cts_buffers=3
export IMPL_setup_tns_final_ns=0
export IMPL_endpoint_kind="primary output"
export IMPL_yosys_warnings=1
export IMPL_ys_area_sq_um=415
export IMPL_portBuffers=16
export IMPL_remaining_drc_errors=0
export IMPL_layout_top_cell="buf_2"
export IMPL_final_util=0.172
export IMPL_core_region_area_sq_um=3420
export IMPL_slowest_stage="edfxtp_1"
export IMPL_fin_skew_ns=0.00288
export IMPL_finalCriticalPeriod_ns=0.977
export IMPL_fmax_mhz=1020
export IMPL_p_total_mw=0.825
export IMPL_wl_um=843
export IMPL_tool_warnings=31
export IMPL_hp_class="input pin to register"
export IMPL_postLayoutCellArea_sq_um=588
export IMPL_worst_path_max_fanout=2
export IMPL_dp_hpwl_um=713
export IMPL_p_sw_mw=0.172
export IMPL_critPathMaxStageDelay_ns=0.39
export IMPL_internal_power_mw=0.653
export IMPL_cts_root_buffer="clkbuf_4"
export IMPL_grt_pass1_wl_mm=1.25
export IMPL_combPwrFrac=0.108
export IMPL_finalHoldViolCount=0
export IMPL_fp_dieW_um=80
export IMPL_vdd_ir_drop_worst_mv=0.374
export IMPL_slew_violations=0
export IMPL_vias_per_cell=2.64
export IMPL_antenna_found_initial=0
export IMPL_rsz0062_at_grt="true"
export IMPL_drt_iter0_markers=1
export IMPL_routedWlPerCell_um=8.69
export IMPL_switching_share=0.209
export IMPL_fin_ws_ns=0.0232
export IMPL_grt_pass1_vias=257
export IMPL_synth_seq_share=0.651
export IMPL_power_frac_seq=0.554
export IMPL_dieArea_sq_um=6400
export IMPL_fill_cells=382
export IMPL_placed_area_sq_um=607
export IMPL_drtAntennaViolNets=0
export IMPL_crit_type="register to primary output"
export IMPL_syn_to_final_growth_pct=41.6
export IMPL_crit_chain="buf_2"
export IMPL_vias=256
export IMPL_grt_max_degree=7
export IMPL_timing_final_crit_share=0.977
export IMPL_num_rows=21
export IMPL_synth_distinct_cells=10
export IMPL_numSynthFlops=9
export IMPL_fin_cells=97
export IMPL_final_cell_mix="buf_2, edfxtp_1, conb_1"
export IMPL_drive_gt1_frac=0.471
export IMPL_crit_family="flip-flops"
export IMPL_holdBufCountCts=0
export IMPL_path_buffers=1
export IMPL_clk_pin_slew_ns=0.06
export IMPL_power_leakage_nw=0.264
export IMPL_fp_util=0.122
export IMPL_pre_cts_slack_ns=-0.289
export IMPL_cts_tree="built"
export IMPL_cap_violations=0
## cells in the mapped netlist, drive strengths merged
cell	count
nor2	3
or2	1
a21o	2
inv	2
nand2	1
conb	1
edfxtp	9
buf	10
ha	1
## cell type report
type,instances,area (sq um),share of cell area
inverter,2,7.51,0.0128
tap,46,57.6,0.0979
clock buffer,3,22.5,0.0383
sequential,9,270,0.460
multi-input combinational,16,88.8,0.151
clock inverter,1,5.00,0.00851
timing repair buffer,20,136,0.232
## routing by layer
layer | track usage | wire length [um] | up-vias
met4 | 0.00880 | 9 | 0
met3 | 0.0125 | 85 | 2
met5 | 0 | 0 | -
met2 | 0.0289 | 375 | 17
li1 | - | - | 124
met1 | 0.0338 | 372 | 113
## state kept, by name, summed over array words and instances, names as in the netlist
name / count
instr: 6
op: 3
## cells by family (layout without fill, tap and decap cells)
group	Yosys count	after routing	share of synthesized area
compound gates	2	2	0.0422
fa+ha+maj	1	1	0.0301
flops	9	9	0.651
buf+inv	12	26	0.199
other cells	1	8	0.00903
simple gates	5	5	0.0693
## power groups by stage
stage	registers [mW]	logic, mW	clock network [mW]
CTS	0.458	0.0899	0.284
finish	0.458	0.0895	0.278
global route	0.461	0.104	0.314
## timing repair
| item | CTS | global route |
|---|---|---|
| endpoints found under the setup margin | 13 | 7 |
| setup buffers | 0 | 1 |
| pin swaps | 0 | 1 |
| gates resized | 34 | 1 |
## final timing paths
| kind | from | end | slack, ns | cells past startpoint |
|---|---|---|---|---|
| worst max-delay path | instr[15]$_SDFFCE_PP1P_ | instr[15] | 0.02 | 1 |
| worst min-delay path | addr[0] | instr[13]$_SDFFCE_PP1P_ | 0.37 | 3 |
| worst max register to register | instr[13]$_SDFFCE_PP1P_ | op[0]$_DFFE_PP_ | 0.25 | 1 |
| worst min register to register | instr[14]$_SDFFCE_PP0P_ | op[1]$_DFFE_PP_ | 0.46 | 0 |
Power is estimated from default activity; no workload was simulated.
