[./design.v]
`timescale 1ns / 1ps
module ALU(
    input clk,reset,
    input [7:0] ALU_src1,      
    input [7:0] ALU_src2,      
    input [2:0] ALU_fn,        
    output reg [7:0] result,   
    output reg zero_flag,      
    output reg [7:0] pc      
);
    reg [7:0] dm [255:0];   
    always @(posedge clk or posedge reset) begin
        if (reset)
            pc <= 8'b00000000;   
        else if (ALU_fn == 3'b111) begin   
            if (ALU_src1 == ALU_src2)
                pc <= pc + ALU_src2;       
            else
                pc <= pc + 1;              
        end
    end
    always @ (*) begin
        case (ALU_fn)
            3'b000: result = ALU_src1 + ALU_src2;           
            3'b001: result = ALU_src1 - ALU_src2;           
            3'b010: result = ALU_src1 & ALU_src2;           
            3'b011: result = ALU_src1 | ALU_src2;           
            3'b100: result = ALU_src1 + ALU_src2;           
            3'b101: result = dm[ALU_src1 + ALU_src2];       
            3'b110: dm[ALU_src1 + ALU_src2] = ALU_src2;     
            default: result = 8'b00000000;                  
        endcase
        zero_flag = (result == 8'b00000000) ? 1'b1 : 1'b0;
    end
endmodule
[./run.sh]
#!/bin/bash
# OpenROAD 26Q1-2900-gdf79404cd8, Yosys 0.63+post, stock flow scripts
make -C /OpenROAD-flow-scripts/flow DESIGN_CONFIG=/design/flow/config.mk WORK_HOME=/design/flow/orfs finish
[./config.mk]
export PLATFORM = sky130hd
export DESIGN_NAME = ALU
export DESIGN_NICKNAME = ALU
export VERILOG_FILES = /design/flow/design.v
export SDC_FILE = /design/flow/constraint.sdc
export NUM_CORES = 4
export LEC_CHECK = 1
export CORE_UTILIZATION = 40
[./constraint.sdc]
current_design ALU

set clk_period 33.7
set clk_io_pct 0.2

create_clock -name clk0 -period $clk_period [get_ports {clk}]

set non_clock_inputs [all_inputs -no_clocks]
set_input_delay [expr $clk_period * $clk_io_pct] -clock clk0 $non_clock_inputs
set_output_delay [expr $clk_period * $clk_io_pct] -clock clk0 [all_outputs]
==> notes.md <==
Item: results of the latest flow run.

- The run stopped with a tool error.
- According to the logs, the last stage reached was 5_1_grt.
- The tool reported: "[ERROR GRT-0116] Global routing finished with congestion. Check the congestion regions in the DRC Viewer".
- The count of different cell masters after synthesis is 110.
- The first global-routing pass estimated ~740000 um of wire.
- The top cell type by area accounts for between 50% and 60% of the synthesized area.
- For this run, the chip area from Yosys synthesis comes to 54120 um2.
- The count of instances resized after the clock tree is built is 0.
- The global-route usage over all layers is 85.23%.
- After synthesis, the most frequently instantiated cells are sky130_fd_sc_hd__dlxtn_1 (2048), sky130_fd_sc_hd__nand2_1 (412), sky130_fd_sc_hd__o21ai_0 (322), sky130_fd_sc_hd__nand3_1 (290), sky130_fd_sc_hd__a22oi_1 (287).
- The floorplan core density is 40.45%.
- The count of endpoints without a timing constraint is roughly 2100.
- The number of enable-type register cells in the synthesized netlist is 0.
- The most frequently used cell type in the post-synthesis netlist is sky130_fd_sc_hd__dlxtn_1.
- Per the post-synthesis report, the number of cells in the design is a little under 6000.
- The fraction of registers with async set/reset is less than 1%.
- The count of unclocked register or latch pins is slightly above 2000.
- No sink is reached through more buffers than the 2 on the longest clock path.
- The number of top-level pins is 38.
- Summing all placed instances gives a cell area of just over 60000 um2.
- The placement report lists the number of port buffers as 37.
- The root buffer selected by CTS is sky130_fd_sc_hd__clkbuf_16.
- Hold repair after CTS inserted 0 buffers.
- Note, the detailed placer reported a final HPWL of 386100 um.
- The post-CTS repair timing setup buffer count is 0.
- The pin count of the biggest net entering global routing is ~80.
- The synthesized netlist occupies a cell area of 54120 um2.
- The average instance in the mapped netlist occupies 9.242 um2.
- For this run the aggregate overflow at the end of global routing stands at roughly 270.
- Among all flip-flop cells after synthesis, the most frequent one is sky130_fd_sc_hd__dlxtn_1.
- The number of cells in Yosys stat is slightly below 6000.
- The cell type with the largest total area after synthesis is sky130_fd_sc_hd__dlxtn_1.
- For reference, the top cells by area after synthesis are sky130_fd_sc_hd__dlxtn_1 (57%), sky130_fd_sc_hd__a22oi_1 (4.0%), sky130_fd_sc_hd__o21ai_0 (3.0%).
- The post-synthesis register bit count is ~2100.
- The floorplan has ~130 rows.
- The number of synthesis warnings is 2.
- CTS built an H-tree with a depth of 1.
- Buffers inserted during clock tree synthesis total 3.
- The weighted congestion at the end of routability-driven global placement is 1.388.
- The y dimension of the die is between 300 and 400 um.
- The number of global-route vias before repair is about 69000.
- The die width is around 370 um.
[cells by family after synthesis]
family,after synthesis,share of synthesized area (%)
AND-OR/OR-AND,1807,24.08
XOR/XNOR,21,0.4161
adder cells (fa/ha/maj),33,0.8045
buffers and inverters,473,3.722
flip-flops,8,0.3699
latches,2056,56.95
multiplexers,31,0.5803
AND/OR/NAND/NOR,1427,12.99
[routing by layer]
metal	track usage (%)	GRT overflow
met1	88.16	11
met2	91.14	128
met3	80.26	22
met4	77.83	109
met5	67.03	1
[through the flow]
stage,util (%),cells,worst slack (ns)
after floorplan,-,5856,16.48
after global placement,45.80,7936,11.50
after detailed placement,45.80,7937,11.60
after CTS,45.86,7940,11.57
